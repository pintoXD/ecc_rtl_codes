==> /design/flow/config.mk <==
export PLATFORM = sky130hd
export DESIGN_NAME = mrsc_encoder
export DESIGN_NICKNAME = mrsc_encoder
export VERILOG_FILES = /design/flow/design.v
export SDC_FILE = /design/flow/constraint.sdc
export NUM_CORES = 4
export LEC_CHECK = 1
export CORE_AREA = 10 10 70 70
export DIE_AREA = 0 0 80 80
==> /design/flow/constraint.sdc <==
current_design mrsc_encoder

set clk_period 1.0
set clk_io_pct 0.2

create_clock -name clk0 -period $clk_period

set non_clock_inputs [all_inputs -no_clocks]
set_input_delay [expr $clk_period * $clk_io_pct] -clock clk0 $non_clock_inputs
set_output_delay [expr $clk_period * $clk_io_pct] -clock clk0 [all_outputs]
==> /design/flow/run.sh <==
#!/bin/bash
# OpenROAD 26Q1-2900-gdf79404cd8, Yosys 0.63+post, stock flow scripts
make -C /OpenROAD-flow-scripts/flow DESIGN_CONFIG=/design/flow/config.mk WORK_HOME=/design/flow/orfs finish
==> /design/flow/design.v <==
module mrsc_encoder(
    input logic [15:0] in_word,
    output logic [31:0] encoded_word
);
logic [3:0] A_BITS, B_BITS, C_BITS, D_BITS;  
logic DI_1, DI_2, DI_3, DI_4;  
logic P1, P2, P3, P4;  
logic XA_1_3, XA_2_4;  
logic XB_1_3, XB_2_4;  
logic XC_1_3, XC_2_4;  
logic XD_1_3, XD_2_4;  
always_comb begin
    {A_BITS[3], A_BITS[2], A_BITS[1], A_BITS[0]} = in_word[15:12];  
    {B_BITS[3], B_BITS[2], B_BITS[1], B_BITS[0]} = in_word[11:8];   
    {C_BITS[3], C_BITS[2], C_BITS[1], C_BITS[0]} = in_word[7:4];    
    {D_BITS[3], D_BITS[2], D_BITS[1], D_BITS[0]} = in_word[3:0];    
    DI_1 = A_BITS[3] ^ B_BITS[2] ^ C_BITS[3] ^ D_BITS[2];  
    DI_2 = A_BITS[2] ^ B_BITS[3] ^ C_BITS[2] ^ D_BITS[3];  
    DI_3 = A_BITS[1] ^ B_BITS[0] ^ C_BITS[1] ^ D_BITS[0];  
    DI_4 = A_BITS[0] ^ B_BITS[1] ^ C_BITS[0] ^ D_BITS[1];  
    P1 = A_BITS[3] ^ B_BITS[3] ^ C_BITS[3] ^ D_BITS[3];  
    P2 = A_BITS[2] ^ B_BITS[2] ^ C_BITS[2] ^ D_BITS[2];  
    P3 = A_BITS[1] ^ B_BITS[1] ^ C_BITS[1] ^ D_BITS[1];  
    P4 = A_BITS[0] ^ B_BITS[0] ^ C_BITS[0] ^ D_BITS[0];  
    XA_1_3 = A_BITS[3] ^ A_BITS[1];  
    XA_2_4 = A_BITS[2] ^ A_BITS[0];  
    XB_1_3 = B_BITS[3] ^ B_BITS[1];  
    XB_2_4 = B_BITS[2] ^ B_BITS[0];  
    XC_1_3 = C_BITS[3] ^ C_BITS[1];  
    XC_2_4 = C_BITS[2] ^ C_BITS[0];  
    XD_1_3 = D_BITS[3] ^ D_BITS[1];  
    XD_2_4 = D_BITS[2] ^ D_BITS[0];  
end
assign encoded_word = {in_word, DI_1, DI_3, 
                        DI_2, DI_4, P1, P3, P2, P4,
                        XA_1_3, XA_2_4, XB_1_3, XB_2_4,
                        XC_1_3, XC_2_4, XD_1_3, XD_2_4};
endmodule
==> impl_metrics.tcl <==
# yosys + openroad results
set metrics [dict create \
    pin_count 48 \
    grt_max_degree 4 \
    drtPass1Iterations 1 \
    status "finished, violations left" \
    p_leak_nw 0.556 \
    placed_area_sq_um 891 \
    cp_max_fo 2 \
    maxSlewViolCount 0 \
    warnings 34 \
    whs_ps 671 \
    syn_to_final_growth_pct 140 \
    drc_errors 0 \
    final_area_sq_mm 0.00114 \
    seq_area_sq_um 0 \
    crit_path_start_kind "input pin" \
    tightest_slew_ps 205 \
    finalHoldViolCount 0 \
    arrival_ps 840 \
    flops 0 \
    cts-hold-fix-buffers 0 \
    setup_ws_ps -42.4 \
    die_h_um 80 \
    dp_hpwl_um 1410 \
    rsz0062_at_grt "true" \
    insertedDiodeCount 0 \
    setup_viol 6 \
    wl_per_cell_um 11.9 \
    clock_buffers 0 \
    fp_util_pct 13.8 \
    synthCells 56 \
    grt_pass1_vias 537 \
    finalCriticalPeriod_ps 1040 \
    violations "negative setup slack" \
    vias_per_cell 3.17 \
    pre_cts_ws_ps -889 \
    gp_congestion 0.798 \
    slew_headroom_pct 86.3 \
    io_buffer_count 48 \
    final_util_pct 33.3 \
    ys_types 4 \
    post-route-period-util_pct 104 \
    core_sq_mm 0.00342 \
    ys_seq_share_pct 0 \
    yosys_cells 56 \
    maxCapViolCount 0 \
    num_vias 457 \
    cp-end-kind "output port" \
    grt_antenna_before_repair 0 \
    ys_area_sq_um 473 \
    p_per_area_mw_per_mm2 535 \
    timing.fmax_mhz 959 \
    postSynthAreaPerCell_sq_um 8.45 \
    critPathRequiredTime_ps 800 \
    synthesis.area_sq_um 473 \
    drtAntennaViolNets 0 \
    yosys_warnings 1 \
    die_x_um 80 \
    drive_above_1_share_pct 69.4 \
    track_usage_pct 5.01 \
    worstSetupPathType "in -> out" \
    grt-ovfl-total 0 \
    die-area_sq_mm 0.00640 \
    rows 21 \
    grt_pass1_wl_um 2640 \
    wirelength_um 1720 \
    ir_worst_vdd_mv 0.250 \
    drtIter0Drc 0 \
    hold_class "in -> out" \
]
cell type report:
type,instances,area (sq um)
Fill cell,349,2280
Timing Repair Buffer,74,701
Multi-Input combinational cell,24,379
Tap cell,46,57.6
routing by layer:
metal / wire [um] / part of all wire (%) / up-vias / GRT usage [%]
met5: 0 / 0 / - / 0
met4: 0 / 0 / 0 / 0
met3: 279 / 16 / 0 / 3.30
met2: 757 / 44 / 33 / 7.62
met1: 678 / 40 / 205 / 6.14
li1: - / - / 219 / -
cell usage in the layout, fill, tap and decap left out:
cell	n
xor2_1	9
xor2_2	4
xnor2_4	4
buf_6	16
xnor2_2	6
clkdlybuf4s50_1	1
buf_8	10
xor2_4	1
clkdlybuf4s15_1	5
dlygate4sd2_1	14
clkbuf_2	1
buf_2	10
dlymetal6s2s_1	1
buf_4	16
logic make-up (layout without fill, tap and decap cells):
logic type | after synthesis | after routing | share of synthesized area, %
xor gates and xnor gates | 24 | 24 | 49.2
buffers and inverters | 32 | 74 | 50.8
metrics by stage:
step                cells  total power [mW]  TNS, ps
detailed placement    134             0.520   -20040
floorplan              56             0.264        0
finish                144             0.608     -213
CTS                   144             0.587     -311
global placement      134             0.523   -20000
global route          144             0.664     -479
path summary, 6_finish.rpt:
path  slack (ps)  cells past startpoint          endpoint       start
max          -40                      5  encoded_word[14]  in_word[5]
min          670                      3  encoded_word[22]  in_word[6]
Yosys cell counts, drive strengths merged:
master / number / area [sq um]
buf: 32 / 240
xor2: 14 / 145
xnor2: 10 / 87.6
worst max-delay path, stage by stage:
cell	delay, ps
buf_8	110
xor2_4	180
buf_6	120
xnor2_2	110
buf_2	120
report_power, final:
group	internal [mW]	switching [mW]	total (mW)	leakage [nW]
Combinational	0.423	0.185	0.608	0.556
Sequential	0	0	0	0
Clock	0	0	0	0
what timing repair did:
item,in CTS,in global routing
pin swaps,17,5
setup buffers,11,0
setup endpoints to repair,32,12
resized,171,12
No activity file was given, so power comes from the tool's default toggle rates.
