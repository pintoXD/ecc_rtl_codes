### flow/config.mk
export PLATFORM = sky130hd
export DESIGN_NAME = hamming_code_decoder
export DESIGN_NICKNAME = hamming_code_decoder
export VERILOG_FILES = /design/flow/design.v
export SDC_FILE = /design/flow/constraint.sdc
export NUM_CORES = 4
export LEC_CHECK = 1
export CORE_AREA = 10 10 70 70
export DIE_AREA = 0 0 80 80
### flow/constraint.sdc
current_design hamming_code_decoder

set clk_period 3.9
set clk_io_pct 0.2

create_clock -name clk0 -period $clk_period

set non_clock_inputs [all_inputs -no_clocks]
set_input_delay [expr $clk_period * $clk_io_pct] -clock clk0 $non_clock_inputs
set_output_delay [expr $clk_period * $clk_io_pct] -clock clk0 [all_outputs]
### flow/design.v
module hamming_code_decoder(
    input logic [8:1] code_in,    
    output logic [4:1] data_out,  
    output logic [2:1] error        
    );
    logic s1, s2, s3, sG;
    logic [7:1] word_payload;
    assign word_payload = code_in[8:2];  
    assign s1 = word_payload[7] ^ word_payload[5] ^ word_payload[3] ^ word_payload[1];      
    assign s2 = word_payload[6] ^ word_payload[5] ^ word_payload[2] ^ word_payload[1];      
    assign s3 = word_payload[4] ^ word_payload[3] ^ word_payload[2] ^ word_payload[1];      
    assign sG = code_in[8] ^ code_in[7] ^ code_in[6] ^ code_in[5] ^ code_in[4] ^ code_in[3] ^ code_in[2] ^ code_in[1];  
    logic [2:0] error_pos;
    assign error_pos = {s3, s2, s1};   
    logic [7:1] corrected_code;   
    always_comb begin
        corrected_code = code_in[8:2];
        if (error_pos != 3'b000) begin
            corrected_code[8 - error_pos] = ~corrected_code[8 - error_pos];   
            error = 1;  
        end else begin
            error = 0;  
        end
        if (sG != 0) begin
            error = 2;  
        end              
    end
    assign data_out = {corrected_code[5], corrected_code[3], corrected_code[2], corrected_code[1]};    
endmodule
### flow/run.sh
#!/bin/bash
# OpenROAD 26Q1-2900-gdf79404cd8, Yosys 0.63+post, stock flow scripts
make -C /OpenROAD-flow-scripts/flow DESIGN_CONFIG=/design/flow/config.mk WORK_HOME=/design/flow/orfs finish
==> metrics.yaml <==
timing:
  final.period_utilization: 1.02
  worstMarginPinSlew_ns: 0.245
  finalCriticalPeriod_ns: 3.96
  drv_slew: 0
  setup_viol: 1
  rsz0062_at_grt: "yes"
  hold_violations: 0
  max_freq_ghz: 0.253
  maxSlewHeadroom: 0.836
  setup_ws_ns: -0.0594
cells_and_area:
  n_clock_buffer: 0
  syn2layout_area_growth_pct: 160
  utilization: 0.287
  seq_cell_count: 0
  stdcell_area_um2: 980
  drive_gt1_frac: 0.711
  regArea_um2: 0
yosys:
  ys_area_um2: 377
  yosysTopAreaCellShare: 0.266
  yosys-top-cells-count: "ha_1, xnor2_1, inv_1"
  top_area_cell: "ha_1"
  synth_cell_type_count: 21
  synth_dominant_cell_count: "ha_1"
  yosysWarnings: 1
  netlist_area_um2: 377
  ys_seq_frac: 0
  area_leaders: "ha_1, xnor2_1, xor2_2, mux2i_1, inv_1"
  syn_area_per_cell_um2: 7.69
  ys_cells: 49
  synthCells: 49
global_route:
  first_global_vias: 495
  overflow: 0
  grt_max_degree: 5
  grt_pass1_wl_mm: 2.21
  antenna_found_initial: 0
  grt_use_total: 0.0401
critical_path:
  worstSetupStartpoint: "code_in[4]"
  cp-start-kind: "input pin"
  cp.arrival_ns: 3.18
  slowest_delay_ns: 0.27
  worst_path_max_delay_cell: "ha_4"
  critPathCaptureType: "output pin"
  critPathMaxFanout: 2
  critPathRequiredTime_ns: 3.12
  critical_path_class: "in2out"
  cpMostUsedCell: "ha_4"
  endpoint: "data_out[2]"
  crit_chain: "buf_8 > xor2_4 > xnor2_2 > ha_4 > ha_4 > ha_4 > inv_4 > ha_4 > ha_4 > nand3b_1 > buf_6 > nor3_4 > buf_4 > nand2_2 > o21ai_2 > buf_2"
floorplan:
  row_count: 21
  die_x_um: 80
  fp_util: 0.110
  fp.coreArea_um2: 3420
  die_h_um: 80
  io_pins: 14
  die_area_um2: 6400
run_status:
  outcome: "finished with violations"
  failed_checks: "negative setup slack"
detailed_routing:
  n_antenna_cell: 0
  via_per_inst: 3.69
  firstDrtPassIters: 4
  drc: 0
  vias: 502
  drtIter0Drc: 10
  post_drt_wl_per_cell_um: 10.8
  drt-total-wl_mm: 1.47
  drtAntennaViolNets: 0
hold_path:
  hold_path.class: "in2out"
  min_from: "code_in[8]"
power_and_ir_drop:
  p_per_area_nw_per_um2: 470
  irDropWorstVdd_uv: 179
  total_power_uw: 461
  p_leak_nw: 0.416
placed_design:
  dp_slack_ns: -1.04
  gp_congestion: 0.844
  dpl_cell_area_um2: 724
  numPortBuffers: 14
  dp_hpwl_um: 982
clock_tree:
  postCtsHoldBufs: 0
job:
  warnings: 36
  cap_violations: 0
[layout make-up]
class / instances / area [um^2]
Fill cell: 352 / 2440
Multi-Input combinational cell: 43 / 562
Timing Repair Buffer: 42 / 339
Tap cell: 46 / 57.6
Inverter: 5 / 21.3
[through the flow]
stage	std cells	hold WS, ns	setup TNS, ns
6_report	136	1.94	-0.0594
5_1_grt	136	2.01	-0.442
4_1_cts	133	1.94	-0.119
3_5_place_dp	129	2.66	-3.98
3_3_place_gp	129	2.66	-3.95
2_1_floorplan	49	1.59	0
[timing repair]
action / CTS / global route
buffers inserted: 4 / 3
hold endpoints to repair: 0 / 0
pin swaps: 14 / 10
resized: 54 / 19
setup endpoints to repair: 4 / 4
[routing by layer]
metal,routed length [um],track usage
met2,669,0.0594
met5,0,0
met3,73,0.00909
met4,27,0.00352
met1,703,0.0592
[where the power goes]
part / leakage, nW / switching (mW) / total [mW] / internal, mW
combinational: 0.416 / 0.200 / 0.461 / 0.260
sequential: 0 / 0 / 0 / 0
clock: 0 / 0 / 0 / 0
[worst min-delay path by stage]
stage | end | slack (ns) | cells after the start
finish | data_out[3] | 1.94 | 5
global route | data_out[3] | 2.01 | 5
CTS | data_out[3] | 1.94 | 5
[worst max-delay path, delay by kind of cell]
family / cells / cell delay (ns)
fa+ha+maj: 5 / 1.07
buf+inv: 5 / 0.55
xor+xnor: 2 / 0.35
simple gates: 3 / 0.32
compound gates: 1 / 0.11
[placed cells by master, fill, tap and decap left out, types with 2 or more instances in the layout]
cell type        netlist  final
buf_2                  0      5
buf_4                  1     25
buf_6                  0      4
clkdlybuf4s50_1        0      3
ha_4                   0      7
inv_1                  5      2
inv_2                  0      2
mux2i_1                2      2
nand2_1                3      2
nand3_2                0      2
xnor2_1                6      3
xnor2_2                0      3
xor2_2                 2      3
[kinds of logic (layout without fill, tap and decap cells)]
logic type | Yosys count | after routing | synth area share
AND/OR/NAND/NOR | 14 | 14 | 0.186
XOR/XNOR | 10 | 10 | 0.272
AND-OR/OR-AND | 9 | 9 | 0.153
adder cells (fa/ha/maj) | 8 | 8 | 0.266
buffers and inverters | 6 | 47 | 0.0698
multiplexers | 2 | 2 | 0.0532
Power figures rest on the tool's default switching activity, not on a simulated workload.
